**./config.mk**
```make
export PLATFORM = sky130hd
export DESIGN_NAME = sc_ram
export DESIGN_NICKNAME = sc_ram
export VERILOG_FILES = /design/flow/design.v
export SDC_FILE = /design/flow/constraint.sdc
export NUM_CORES = 4
export LEC_CHECK = 1
export CORE_UTILIZATION = 30
```
**./constraint.sdc**
```tcl
current_design sc_ram

set clk_period 15.6
set clk_io_pct 0.2

create_clock -name clk0 -period $clk_period [get_ports {clk}]

set non_clock_inputs [all_inputs -no_clocks]
set_input_delay [expr $clk_period * $clk_io_pct] -clock clk0 $non_clock_inputs
set_output_delay [expr $clk_period * $clk_io_pct] -clock clk0 [all_outputs]
```
**./design.v**
```verilog
module sc_ram #(
    parameter ADDR_WIDTH=8, 
    parameter DATA_WIDTH=16
)
(
    input logic clk,
    input logic ena,
    input logic enb,
    input logic wea,
    input logic [ADDR_WIDTH-1:0] addra,
    input logic [ADDR_WIDTH-1:0] addrb,
    input logic [DATA_WIDTH-1:0] dia,
    output logic [DATA_WIDTH-1:0] dob
);
logic [DATA_WIDTH-1:0] ram [2**ADDR_WIDTH-1:0];
always @(posedge clk) begin
    if (ena) begin
        if (wea) begin
            ram[addra] <= dia;
        end
    end
end
always @(posedge clk) begin
    if (enb) begin
        dob <= ram[addrb];
    end
end
endmodule  
```
**./run.sh**
```bash
#!/bin/bash
# OpenROAD 26Q1-2900-gdf79404cd8, Yosys 0.63+post, stock flow scripts
make -C /OpenROAD-flow-scripts/flow DESIGN_CONFIG=/design/flow/config.mk WORK_HOME=/design/flow/orfs finish
```
==> ci_impl_report.md <==
### Yosys + OpenROAD results

| Metric | Value |
|---|---|
| Outcome | completed |
| Most frequent logic cell in the layout | edfxtp_1 |
| Largest net degree at the start of global routing | about 95 |
| Post-synth EDFFs | 4,112 |
| Synthesized cell area | 0.158 mm^2 |
| Post-synth seq share | approximately 80% |
| Pleak | between 50 and 60 nW |
| Routed via count | a little under 80,000 |
| Clk buf depth | 4 |
| Vias per inst | 5.09 |
| Post-Syn Instances | around 7,400 |
| Final Setup Violations | 0 |
| Min Tclk post-route | ~7.9 ns |
| CTS resizes | 0 |
| Combined area of the multi-input logic cells | around 0.032 mm^2 |
| Num CTS Buffers | 392 |
| RR Startpoint | ram[135][0] |
| Largest cells by area after synthesis | edfxtp_1, mux4_2, mux2i_1, o221ai_1, nor2_1 |
| Crit-path leading delay family | buffers and inverters |
| I/O pins | approximately 52 |
| Synth warn | 1 |
| Synth-to-layout area growth | 14.5% |
| Routed len/inst | roughly 28 um |
| Final Hold Fails | 0 |
| Detail Placement HPWL | about 250 mm |
| RSZ-0062 raised after global routing | no |
| Global route total overflow | 0 |
| Worst Clk Skew | around 0.085 ns |
| Number of port buffers | a little over 50 |
| Sequential cell area | 0.123 mm^2 |
| # rows | 266 |
| Pwr Total | about 23 mW |
| Cells along the critical path | buf_8 > buf_4 > nand2b_4 > buf_4 > buf_4 > buf_4 > o221ai_1 > o22ai_1 > o21ai_0 > nand4_1 > nor4_1 |
| Initial DRC Count | roughly 5,100 |
| Crit path top cell by count | buf_4 |
| Total GRT Usage | between 10% and 20% |
| Post-CTS Setup Bufs | 0 |
| Pwr Density | 124 mW/mm^2 |
| Avg Inst Size Synth | approximately 22 um^2 |
| Clock Tree Root | clkbuf_16 |
| Clk ins delay skew pair | around 1.0 ns |
| Die Area | 0.531 mm^2 |
| Layout cell share with drive strength beyond 1 | between 20% and 30% |
| Slew at the pin with the worst max-slew slack | ~1.4 ns |
| Synthesis area per yosys | between 0.15 and 0.2 mm^2 |
| Hold Buf Count CTS | 0 |
| Final Max Slew Viols | 0 |
| Core Region | about 0.53 mm^2 |
| Htree depth | 5 |
| Min-Delay Startpoint | ram[104][12] |
| Clk sink count | approximately 4,000 |
| DRC | 0 |
| Fillcell total | around 48,000 |
| Critical path's largest stage delay | 0.94 ns |
| Clock Pin Slew Worst Setup and Hold Paths | approximately 0.070 ns |
| Starting Density | between 30% and 40% |
| Max Cap Violations | 0 |
| Ys cells | around 7,400 |
| Hold Path Class | flip-flop to flip-flop |
| Synth unique cells | roughly 47 |
| Initial antenna violation count | 27 |
| Ys flops | 4,112 |
| Worst path required time | 16.42 ns |
| CTS tree | done |
| Slew headroom | approximately 5.6% |
| GPL Wtd Cong | 0.883 |
| DRT Pass-1 Iters | 7 |
| Critical Path AT | slightly below 9 ns |
| CP Max Fanout | between 60 and 70 |
| Final period util | between 50% and 60% |
| CP Class | primary input to flip-flop |
| IR drop worst, VDD | slightly below 0.0001 V |
| CP bufs+invs | 5 |
| Most common reg cell | edfxtp_1 |
| CP endpoint kind | flip-flop |
| Yosys top cell by area | edfxtp_1 |
| Ys async rst share | 0% |
| Global-route wire length before repair | 604 mm |
| Post-Route WL | approximately 420 mm |
| Die height | around 730 um |
| Most frequent cells in the layout | edfxtp_1, mux4_2, mux2i_1 |
| Number of global-route vias before repair | ~85,000 |
| Log Warnings | 26 |
| Worst Setup SP | addrb[1] |
| Achievable frequency | between 0.1 and 0.15 GHz |
| Fin Setup TNS | 0 ns |
| Critical-path top delay cell | o21ai_0 |
| Post-DRT Antenna Nets | 0 |
| Die W | 729 um |
| CP Launch Type | primary input |
| Area share, top type | 78.0% |
## synth_stat cells, types with 35 or more instances
cell and count:
mux2i_1 621, nand3_1 35, o21ai_0 76, mux4_2 781, o22ai_1 167, a21oi_1 139, buf_4 39, buf_6 76
nor2_1 303, clkbuf_1 193, edfxtp_1 4112, nor3_1 94, a22oi_1 91, o221ai_1 270, nand2_1 58, buf_2 98
## stage by stage
step	cell area (um^2)	hold WS (ns)	cells	utilization, %	setup slack [ns]
3_3_place_gp	169000	1.12	14400	32.2	6.86
6_report	181000	1.12	15200	34.5	7.69
5_1_grt	181000	1.17	15100	34.5	7.37
4_1_cts	181000	1.12	15100	34.5	7.89
3_5_place_dp	169000	1.12	14400	32.2	6.83
2_1_floorplan	158000	0.959	7358	-	10.18
## area by class of cell
| class | instances | area share (%) |
|---|---|---|
| Antenna cell | 20 | 0.0276 |
| Timing Repair Buffer | 550 | 2.45 |
| Multi-Input combinational cell | 2792 | 17.8 |
| Clock inverter | 228 | 1.20 |
| Clock buffer | 478 | 5.63 |
| Sequential cell | 4112 | 68.1 |
| Tap cell | 6968 | 4.80 |
| Inverter | 5 | 0.0159 |
## where the power goes
part | internal, mW | switching, mW
Combinational | 0.365 | 0.739
Clock | 5.13 | 4.11
Sequential | 12.2 | 0.0224
## worst reg2reg max path: cells and delay by family, from the launching register on
family	cells	cell delay, ns
AND/OR/NAND/NOR	2	1.21
AND-OR/OR-AND	2	0.67
flip-flops	1	0.35
multiplexers	2	0.74
## per-layer routing
layer | vias up | wire length, um | GRT usage, %
li1 | 32300 | - | -
met1 | 38600 | 127000 | 17.0
met2 | 5573 | 190000 | 24.5
met3 | 697 | 90900 | 16.8
met4 | 50 | 13900 | 4.41
met5 | - | 1760 | 2.41
## worst paths after layout
path                                 to  slack (ns)  depth (start not counted)
worst min-delay path            dob[12]        1.12                          6
worst max-delay path             dob[4]        7.69                         11
worst min register to register  dob[12]        1.12                          6
worst max register to register   dob[0]       12.39                          6
## kinds of logic after synthesis
group                  synth area share [%]
and+or+nand+nor                        1.56
buffers and inverters                  1.74
AOI/OAI and AO/OA                      3.68
muxes                                  15.1
DFF                                    78.0
## registers in the layout, summed over array words and instances (netlist names)
signal,count
ram,4096
dob,16
Power is estimated from default activity; no workload was simulated.
