===== config.mk =====
export PLATFORM = sky130hd
export DESIGN_NAME = mmio
export DESIGN_NICKNAME = mmio
export VERILOG_FILES = /design/flow/design.v
export SDC_FILE = /design/flow/constraint.sdc
export NUM_CORES = 4
export LEC_CHECK = 1
export CORE_UTILIZATION = 50

===== constraint.sdc =====
current_design mmio

set clk_period 6.2
set clk_io_pct 0.2

create_clock -name clk0 -period $clk_period [get_ports {clk}]

set non_clock_inputs [all_inputs -no_clocks]
set_input_delay [expr $clk_period * $clk_io_pct] -clock clk0 $non_clock_inputs
set_output_delay [expr $clk_period * $clk_io_pct] -clock clk0 [all_outputs]

===== design.v =====
module mmio (
        input logic clk,
        input logic rst,
	input logic [31:0]   addr_in,  
	input logic [31:0]   data_in,  
	input logic          wr_in,    
	input logic          rd_in,    
	output logic 	     rd_valid_out,  
	output logic [31:0]  data_out  
);
logic [31:0] config_reg;
logic [31:0] comp_levels_reg;
logic pwm_out;
logic [31:0] clk_cnt;
always_ff @(posedge clk) begin
	clk_cnt <= clk_cnt + 32'd1;
	if (rst) begin
		clk_cnt <= 32'd0;
	end
end
always_ff @(posedge clk) begin
	if ((addr_in[31:16] == 16'hBBBB) && wr_in) begin
		case(addr_in[15:0])
			16'h0000 : config_reg <= data_in; 			
			16'h0004 : comp_levels_reg <= data_in; 			
			default: begin
			end
		endcase
	end
	if (rst) begin
		config_reg <= 32'd0;
		comp_levels_reg <= 32'd0;
	end
end
always_ff @(posedge clk) begin
	rd_valid_out <= rd_in;
	if ((addr_in[31:16] == 16'hBBBB) && rd_in) begin
		case(addr_in[15:0])
			16'h0000 : data_out <= config_reg; 			
			16'h0004 : data_out <= comp_levels_reg; 			
			16'hFFFF : data_out <= clk_cnt;
			default: data_out <= 32'd0;
		endcase
	end
	if (rst) begin
		data_out <= 32'd0;	
	end
end
pwm pwm_inst(
	.clk(clk),
	.rst(rst),
	.config_in(config_reg),
	.comp_levels_in(comp_levels_reg),
	.pwm_out(pwm_out)
);
endmodule
module pwm (
	input logic clk,
	input logic rst,
	input logic [31:0] config_in,
	input logic [31:0] comp_levels_in,
	output logic pwm_out
);
logic [15:0] divval;
logic [15:0] maxcnt;
assign divval = config_in[15:0];
assign maxcnt = config_in[31:16];
logic divclk;
logic [15:0] divclk_cnt;  
always @(posedge clk) begin
	if(divclk_cnt >= divval) begin
		divclk <= !divclk;
		divclk_cnt <= 16'd0;
	end else begin
		divclk_cnt <= divclk_cnt + 16'd1;
	end
	if (rst) begin
		divclk <= 1'b0;
		divclk_cnt <= 16'd0;
	end
end
logic divclk_ff;
always_ff @(posedge clk) begin
	divclk_ff <= divclk;
end
logic divclk_posedge;  
assign divclk_posedge = divclk && !divclk_ff;
logic [15:0] timer_cnt;  
always @(posedge clk) begin
	if (divclk_posedge) begin
		if (timer_cnt >= maxcnt) begin
			timer_cnt <= 16'd0;
		end else begin
			timer_cnt <= timer_cnt + 16'd1;
		end
	end
	if (rst) begin
		timer_cnt <= 16'd0;
	end
end
logic [15:0] lpoint;
logic [15:0] hpoint;
assign lpoint = comp_levels_in[15:0];
assign hpoint = comp_levels_in[31:16];
always_ff @(posedge clk) begin
	if  (pwm_out && (timer_cnt == lpoint)) begin
		pwm_out <= 1'b0;
	end
	if (!pwm_out && (timer_cnt == hpoint)) begin
		pwm_out <= 1'b1;
	end
	if (rst) begin
		pwm_out <= 1'b0;
	end
end
endmodule  

===== run.sh =====
#!/bin/bash
# OpenROAD 26Q1-2900-gdf79404cd8, Yosys 0.63+post, stock flow scripts
make -C /OpenROAD-flow-scripts/flow DESIGN_CONFIG=/design/flow/config.mk WORK_HOME=/design/flow/orfs finish

==> Changelog: implementation <==
## Implementation

* Synth warn at 2
* Post-synth top area cell: dfxtp_1
* Tot Pwr at approximately 1.8 mW
* Slew headroom at 44.4%
* Avg Cell Area, Syn at just over 9 sq um
* Placed Cells at 825
* Crit path cell chain: clkdlybuf4s50_1 > nor4_1 > and4_2 > buf_4 > nand4_1 > a21oi_1
* Cts hold-fix bufs at 0
* IO Pins at 101
* Yosys cell types at 38
* FP Core Util at 51.8%
* Row count at 39
* Total GRT Usage at 28.5%
* Via density at 6.57
* Layout cells sized above 1 at between 10% and 20%
* Critical path endpoint category: flop
* Area Overhead vs Synth at 25.0%
* Max incr delay on CP at 690 ps
* Max cap viols at 0
* Crit. Startpoint: addr_in[11]
* DR WL/cell at between 15 and 20 microns
* Pleak at 2.28 nW
* Worst reg2reg path startpoint: clk_cnt[7]
* Worst min path class: reg -> reg
* Mapped cell area at roughly 0.0060 sq mm
* Number of port buffers at 100
* Clock skew at about 5.6 ps
* Clock sink count at 129
* Most common cell in the netlist: dfxtp_1
* DRC viols at 0
* Non-Filler Instances at ~860
* Worst slew pin tran at 833 ps
* Yosys Chip Area at 0.00596 sq mm
* DPL Wire Length at just over 10000 microns
* Die ar. at 0.0124 sq mm
* Pwr per Cell Area at 243 mW/mm^2
* Routed vias at 5619
* Total CTS buffers at 17
* Ys cells at 645
* Most common library cells after synthesis: dfxtp_1 (129), a21oi_1 (83), o31ai_1 (77)
* Max Clock Freq at ~0.29 GHz
* Critical path fanouts, max at approximately 69
* CTS tree: done
* Final Max Slew Viols at 0
* EDFF count, synth at 0
* GRT overflow at 0
* Synth async-reset ratio at 0%
* Post-route setup slack at 2700 ps
* Slowest-stage cell, CP: and4_2
* Fill cell count at 886
* Clock slew at reported path FFs at 50 ps
* Antenna Cells at 0
* Clock Latency Late Sink at 410 ps
* Log Warnings at 26
* CTS max path bufs at 2
* Setup_tns at 0 ps
* Finished Core Util at 64.7%
* Top cell area share at around 43%
* Final Wtd Congestion at 0.864
* Main synth FF type: dfxtp_1
* Final setup viols at 0
* Worst endpoint required time at approximately 6500 ps
* H-Tree Depth at 4
* Final hold vios at 0
* RSZ-0062 raised after global routing: no
* Yosys reg bits at roughly 130
* Max VDD drop at 0.204 mV
* Clk root buf: clkbuf_16
* Die Y at about 110 microns
* Routed Antenna Nets at 0
* Starting DRT DRC Count at 481
* Post-CTS Resized at 0
* Die W at between 100 and 150 microns
* Initial antenna violation count at 0
* Pre-CTS WS at 2350 ps
* Largest net degree at the start of global routing at 77
* Final wirelength at 16800 microns
* Critical path class: in -> reg
* Startpoint types: input port
* Post-synthesis sequential area ratio at 43.3%
* Global-route wire length before repair at 27400 microns
* Mapped Cells at 645
* Number of global-route vias before repair at 5287
* Post-CTS Setup Inserts at 0
* Cell area leaders: dfxtp_1 (43%), o31ai_1 (9.7%), nand4_1 (7.9%), a21oi_1 (7.0%), mux2_2 (6.0%)
* Worst Hold Launch: data_out[22]
* Final Critical Period at 3500 ps
* WP data arrival at 3840 ps
* Outcome: finished, final reports clean
* Drt first pass iters at 26
* Core Footprint at 0.0115 sq mm
* Crit share post-route at 56.5%
-- power by group --
group,internal (mW),switching (mW)
registers,0.832,0.00258
logic,0.0479,0.0518
clock network,0.543,0.335
total,1.42,0.389
-- placed cells by master (no fill, tap or decap), drive strengths merged, types with 16 or more instances in the layout --
| cell | Yosys | final |
|---|---|---|
| a21oi | 83 | 83 |
| a22oi | 32 | 32 |
| clkbuf | 66 | 23 |
| clkdlybuf4s50 | 0 | 99 |
| dfxtp | 129 | 129 |
| mux2 | 32 | 32 |
| nand4 | 78 | 78 |
| o2bb2ai | 32 | 32 |
| o31ai | 77 | 77 |
| or4 | 16 | 16 |
-- critical path: cells and delay by family --
kind                   cells  cell delay [ps]
buffers and inverters      2             1100
AND/OR/NAND/NOR            3             1270
AND-OR/OR-AND              1              190
-- through the flow --
step	instance area, sq um	hold WS, ps
6_report	7450	463
4_1_cts	7450	464
3_3_place_gp	6930	444
2_1_floorplan	5960	410
5_1_grt	7450	473
3_5_place_dp	6930	449
-- final timing paths --
path              slack, ps  cells after the start       endpoint
hold reg to reg         460                      1   data_out[22]
setup / recovery       2700                      6  config_reg[7]
hold / removal          460                      1   data_out[22]
setup reg to reg       3830                      4    clk_cnt[22]
-- kinds of logic after synthesis --
| family | count (synthesis) | share of synthesized area (%) |
|---|---|---|
| AND-OR/OR-AND | 230 | 26.0 |
| AND/OR/NAND/NOR | 159 | 16.6 |
| flip-flops | 129 | 43.3 |
| buffers and inverters | 82 | 6.05 |
| multiplexers | 32 | 6.05 |
| XOR/XNOR | 12 | 1.76 |
| adder cells (fa/ha/maj) | 1 | 0.210 |
-- routing by layer --
| metal | GRT usage (%) | vias up | part of all wire (%) |
|---|---|---|---|
| met2 | 42.5 | 259 | 45 |
| met4 | 7.66 | 0 | 2.7 |
| met1 | 43.9 | 2666 | 45 |
| met3 | 5.13 | 33 | 7.3 |
| met5 | 0 | - | 0 |
| li1 | - | 2661 | - |
-- cell type report --
class / instances / area [sq um] / area share (%)
clock inverter: 7 / 35.0 / 0.470
clock buffer: 23 / 488 / 6.55
sequential: 129 / 2580 / 34.7
multi-input combinational: 434 / 3050 / 40.9
timing repair buffer: 113 / 1090 / 14.7
tap: 143 / 179 / 2.40
inverter: 6 / 22.5 / 0.302
No activity file was given, so power comes from the tool's default toggle rates.
