`flow/design.v`:
```
module RegisterFile #(
    parameter LOG_NUM_REG = 4,  
    parameter ADDR_WIDTH = 3,  
    parameter DATA_WIDTH = 32  
) 
(
    input clk,
    input rst,
    input logic [ADDR_WIDTH-1:0] porta_rd_addr_in,
    output logic [DATA_WIDTH-1:0] porta_rd_data_out,
    input logic [ADDR_WIDTH-1:0] portb_rd_addr_in,
    output logic [DATA_WIDTH-1:0] portb_rd_data_out,
    input logic [ADDR_WIDTH-1:0] wr_addr_in,
    input logic [DATA_WIDTH-1:0] wr_data_in,
    input logic                  wr_data_valid_in,
    output logic                 wr_data_ready_out
);
logic [LOG_NUM_REG-1:0] [DATA_WIDTH-1:0] regs_ff; 
always_comb begin
    porta_rd_data_out = regs_ff[porta_rd_addr_in];
    portb_rd_data_out = regs_ff[portb_rd_addr_in];
end
always_comb begin
    wr_data_ready_out = 1'b1;
end
always_ff @(posedge clk) begin
     if (wr_data_valid_in && wr_data_ready_out) begin
        regs_ff[wr_addr_in] <= wr_data_in;
        regs_ff[0] <= {DATA_WIDTH{1'b0}};  
     end
     if (rst) begin
	for (int i=0; i<2**LOG_NUM_REG; i++) begin
            regs_ff[i] <= {DATA_WIDTH{1'b0}}; 
        end
    end
end
endmodule  
```
`flow/run.sh`:
```
#!/bin/bash
# OpenROAD 26Q1-2900-gdf79404cd8, Yosys 0.63+post, stock flow scripts
make -C /OpenROAD-flow-scripts/flow DESIGN_CONFIG=/design/flow/config.mk WORK_HOME=/design/flow/orfs finish
```
`flow/config.mk`:
```
export PLATFORM = sky130hd
export DESIGN_NAME = RegisterFile
export DESIGN_NICKNAME = RegisterFile
export VERILOG_FILES = /design/flow/design.v
export SDC_FILE = /design/flow/constraint.sdc
export NUM_CORES = 4
export LEC_CHECK = 1
export CORE_UTILIZATION = 30
```
`flow/constraint.sdc`:
```
current_design RegisterFile

set clk_period 5.1
set clk_io_pct 0.2

create_clock -name clk0 -period $clk_period [get_ports {clk}]

set non_clock_inputs [all_inputs -no_clocks]
set_input_delay [expr $clk_period * $clk_io_pct] -clock clk0 $non_clock_inputs
set_output_delay [expr $clk_period * $clk_io_pct] -clock clk0 [all_outputs]
```
==> job_summary.md <==
## Implementation flow summary

| Metric | Value |
|---|---|
| Starting density of the core | `30.62%` |
| Hold buffers post-CTS | `0` |
| Number of clock buffers inserted by TritonCTS | `9` |
| Setup slack at placement | `1.330 ns` |
| Weighted congestion at the end of routability-driven global placement | `0.7810` |
| Total internal power | `1.270 mW` |
| Most frequent standard cell in the layout excluding fill and tap cells | `inv_1` |
| Max Cap Viol | `0` |
| Full die area | `18940 sq um` |
| Power density cells | `244.3 nW/um^2` |
| Yosys chip area | `5519 sq um` |
| Final-report max-slew violation count | `0` |
| Area after detailed placement | `6613 sq um` |
| Post-route cell area | `6908 sq um` |
| Total leakage power | `2.275 nW` |
| Setup repair after global routing missed its margin | `false` |
| Sum of overflow across all layers after global routing | `0` |
| Share of the clock period used by the worst path | `73.56%` |
| Mean routed wirelength per cell | `17.91 microns` |
| Wire length on met3 | `857 microns` |
| Worst r2r src | `regs_ff[89]` |
| Crit path max-delay cell type | `clkdlybuf4s50_1` |
| Top flop regs | `regs_ff (96)` |
| Port Buf Inserts | `107` |
| Highest signal layer in the routed design | `met4` |
| Via count of the first global-routing pass | `4375` |
| Insertion Delay late pin | `0.34 ns` |
| Share of total power consumed by net switching | `24.77%` |
| Total Neg Setup Slack | `0 ns` |
| Launching element type of the critical path | `primary input` |
| Startpoint of the worst hold path | `regs_ff[122]` |
| Kind of capture point of the worst setup path | `output port` |
| I/O pin count | `109` |
| Power share of the clock group | `40.1%` |
| Vias | `4567` |
| Yosys warning count | `37` |
| Diodes inserted | `0` |
| Met1 routed wirelength after detailed routing | `7412 microns` |
| Clock root cell | `clkbuf_16` |
| Pin slew with the least headroom to its limit | `0.8725 ns` |
| Data arrival time of the critical path | `2.73 ns` |
| Type of the setup path with the least slack | `primary input to output port` |
| TritonCTS clock tree | `built` |
| Final Hold Vio Count | `0` |
| Fraction of layout instances using a drive strength above 1 | `20.42%` |
| Synthesized netlist cell count | `596` |
| Mean number of vias per cell | `5.103` |
| Relative area change from synthesis to final layout | `25.16%` |
| H-tree levels | `3` |
| Remaining antenna violation count after routing | `0` |
| Number of unique standard cell types used by synthesis | `22` |
| Flops after synth | `96` |
| Proportion of synthesized flip-flops having asynchronous set or reset | `0%` |
| Number of optimization iterations in the first detailed-route pass | `4` |
| Clock period minus final worst setup slack | `3.751 ns` |
| Overall power after layout | `1.688 mW` |
| Register area | `1922 sq um` |
| Fmax | `266.6 MHz` |
| Number of rows created at floorplan | `49` |
| Placed wire-length estimate | `9724 microns` |
| Mapped Area | `5519 sq um` |
| Worst min-delay path category | `flop to flop` |
| Core region area | `18020 sq um` |
| Flip-flop count of the largest register, all copies and words added | `96` |
| Number of cells in Yosys stat | `596` |
| Number of antenna violations at the first check in global routing | `0` |
| Syn avg cell area | `9.260 sq um` |
| Util after Layout | `38.32%` |
| Data required time of the critical path | `4.08 ns` |
| Clock net sink count | `96` |
| Global Route Usage Sum | `17.47%` |
| Post-CTS Setup Inserts | `0` |
| Part of the power in combinational logic | `13.5%` |
| PostCTS Resize Cnt | `0` |
| Filler cells | `1823` |
| Width of the die | `137.6 microns` |
| Result of the run | `complete, no violations` |
| Height of the die | `137.6 microns` |
| Clock-pin transition on the worst setup and hold timing paths | `0.06 ns` |
| Buffer depth of the longest clock path | `2` |
| Synth Seq Share | `34.82%` |
| Post-synth tally of flip-flops with integrated enable | `0` |
| Commonest cells after routing, fill and taps aside | `101 x inv_1, 100 x clkdlybuf4s50_1, 96 x dfxtp_1` |
| Residual DRC | `0` |
| Met2 wire len | `7666 microns` |
| Gate Area | `2884 sq um` |
| Number of DRC markers after the initial detailed-route iteration | `367` |
| Maximum clock skew at final layout | `0 ns` |
| Delay of the slowest cell on the worst path | `0.50 ns` |
| Register with the most flip-flops | `regs_ff` |
| Dominant Register Cell | `dfxtp_1` |
| Reported net switching power | `0.4181 mW` |
| Tool warning count | `27` |
| Maximum number of pins on one net before global-route repair | `129` |
| Worst setup startpoint | `porta_rd_addr_in[0]` |
| Final critical-path setup slack | `1.349 ns` |
| Worst slew margin | `41.69%` |
| Max Fanout on Critical Path | `19` |
| First-pass GRT wire length | `24690 microns` |
| Setup violations, final | `0` |
| Series of cell instances along the critical path | `buf_2 -> nor2b_4 -> buf_4 -> a22oi_1 -> nor2_1 -> clkdlybuf4s50_1` |
| Sequential cell fraction of total power | `46.4%` |
| WL final | `16030 microns` |
| Largest voltage drop on the vdd net | `0.2265 mV` |
## final timing paths
| check | to | slack, ns | cells after the start |
|---|---|---|---|
| hold reg to reg | regs_ff[122] | 0.49 | 2 |
| setup / recovery | porta_rd_data_out[9] | 1.35 | 6 |
| hold / removal | regs_ff[122] | 0.49 | 2 |
| setup reg to reg | regs_ff[89] | 4.32 | 2 |
## power groups by stage
stage	Combinational [mW]	Sequential, mW	Clock [mW]
4_1_cts	0.231	0.783	0.692
5_1_grt	0.247	0.785	0.724
6_report	0.228	0.783	0.677
## through the flow
step | std cells | hold WS, ns
floorplan | 596 | 0.4605
global placement | 881 | 0.4716
detailed placement | 881 | 0.4758
CTS | 895 | 0.4887
global route | 895 | 0.5059
finish | 895 | 0.4880
## metal layers
metal  GRT usage [%]  vias to the layer above
li1                -                     2281
met1           24.79                     2164
met2           29.29                      116
met3           3.116                        6
met4          0.9158                        0
met5               0                        -
## cells by family after synthesis
| logic type | Yosys count | synth area share, % |
|---|---|---|
| flip-flops | 96 | 34.82 |
| other | 1 | 0.06795 |
| buffers and inverters | 164 | 13.56 |
| AND-OR/OR-AND | 161 | 28.34 |
| adder cells (fa/ha/maj) | 3 | 0.6802 |
| multiplexers | 64 | 13.06 |
| AND/OR/NAND/NOR | 107 | 9.476 |
## critical path: cells and delay by family
family                 cells  cell delay [ns]
AND-OR/OR-AND              1             0.12
AND/OR/NAND/NOR            2             0.61
buffers and inverters      3             0.95
## cell usage after synthesis (8+ instances only)
library cell / count / area, sq um
buf_4: 13 / 97.59
mux2_2: 64 / 720.7
nor2_1: 66 / 247.7
buf_2: 19 / 95.09
o32ai_2: 30 / 488.0
a22oi_1: 64 / 480.5
buf_6: 8 / 90.09
inv_1: 101 / 379.1
nand2b_1: 32 / 200.2
clkbuf_1: 23 / 86.33
o32ai_1: 66 / 578.1
dfxtp_1: 96 / 1922
## cell type report
cell class,instances,area share (%)
clock inverters,3,0.6158
clock buffers,11,3.659
flip-flops and latches,96,27.82
repair buffers,119,16.52
inverters,101,5.488
multi-input cells,336,41.75
well taps,229,4.148
Power figures rest on the tool's default switching activity, not on a simulated workload.
